$ cat ./design.v
`timescale 1ns / 1ps
module logic_unit(clk, data, clr_common, O, but_A, but_B, but_op);
input clk, clr_common, but_A, but_B, but_op;
input [3:0] data;
reg [3:0] A, B = 0;
reg [3:0] opcode = 0;
wire [3:0] out1, out2;
wire [3:0] out3;
output reg [7:0] O;
parameter 	add_op = 4'b0000,
            sub_op = 4'b0001,
            mul_op = 4'b0010,
            div_op = 4'b0011,
            and_op = 4'b0100,
            or_op = 4'b0101,
            xor_op = 4'b0110,
            xnor_op = 4'b0111;
register_mem r1(clk, clr_common, but_A, data, out1);
register_mem r2(clk, clr_common, but_B, data, out2);
register_mem r3(clk, clr_common, but_op, data, out3);
always@(*) begin
	A <= out1;
	B <= out2;
	opcode <= out3;
end
always@(posedge clk) begin
	if(clr_common) begin
	O <= 8'b0;
	end else begin
	case(opcode)
	add_op: O <= A + B;
	sub_op: O <= A - B;
	mul_op: O <= A * B;
	div_op: O <= ~(A & B);
	and_op: O <= A & B;
	or_op: O <= A | B;
	xor_op: O <= A ^ B;
	xnor_op: O <= A ^~ B;
	default: O <= 8'b11111111;
endcase
end
end
endmodule 
`timescale 1ns / 1ps
module register_mem(clk, clr, ld, D_in, D_out);
input clk, clr, ld;
input [3:0] D_in;
output reg [3:0] D_out;
always@(posedge clk) begin
if(clr) begin
D_out <= 0;
end
else if (ld) begin
D_out <= D_in;
end
end
endmodule
$ cat ./run.sh
#!/bin/bash
# OpenROAD 26Q1-2900-gdf79404cd8, Yosys 0.63+post, stock flow scripts
make -C /OpenROAD-flow-scripts/flow DESIGN_CONFIG=/design/flow/config.mk WORK_HOME=/design/flow/orfs finish
$ cat ./config.mk
export PLATFORM = sky130hd
export DESIGN_NAME = logic_unit
export DESIGN_NICKNAME = logic_unit
export VERILOG_FILES = /design/flow/design.v
export SDC_FILE = /design/flow/constraint.sdc
export NUM_CORES = 4
export LEC_CHECK = 1
export CORE_AREA = 10 10 113 113
export DIE_AREA = 0 0 123 123
$ cat ./constraint.sdc
current_design logic_unit

set clk_period 3.3
set clk_io_pct 0.2

create_clock -name clk0 -period $clk_period [get_ports {clk}]

set non_clock_inputs [all_inputs -no_clocks]
set_input_delay [expr $clk_period * $clk_io_pct] -clock clk0 $non_clock_inputs
set_output_delay [expr $clk_period * $clk_io_pct] -clock clk0 [all_outputs]
==> results.sh <==
# yosys + openroad results
export IMPL_yosysWarnings=2
export IMPL_io_buffers=16
export IMPL_top_cells_by_area="dfxtp_1, ha_1, mux2i_1"
export IMPL_hold_depth=2
export IMPL_ir_drop_mv=0.2520
export IMPL_hp_start="r2.D_out[0]$_SDFFE_PP0P_"
export IMPL_end_kind="register"
export IMPL_critical_path_class="reg2reg"
export IMPL_antenna_found_initial=0
export IMPL_fp_dieH_um=123
export IMPL_timing_rr_end="O[3]$_SDFF_PP0_"
export IMPL_clk_path_buf_depth=2
export IMPL_startpoint_type="register"
export IMPL_reg2reg_slack_ns=0.34
export IMPL_cts_buffers=3
export IMPL_rsz0062_at_grt="no"
export IMPL_postCtsSetupBuffers=0
export IMPL_ys_chip_area_um2=1675
export IMPL_pwr_share_comb=0.214
export IMPL_dpl_cell_count=341
export IMPL_use_met1=0.08083
export IMPL_drv_cap=0
export IMPL_htreeDepth=1
export IMPL_period_used=0.8976
export IMPL_crit_required_ns=3.50
export IMPL_num_fill_cells=1112
export IMPL_r2r_cells=10
export IMPL_ys_seq_frac=0.2390
export IMPL_path_clk_slew_ns=0.08
export IMPL_comb_area_um2=1149
export IMPL_hold_buffers=0
export IMPL_swShare=0.2716
export IMPL_hp_class="reg2reg"
export IMPL_grt_pass1_wl_um=6603
export IMPL_p_leak_nw=0.8925
export IMPL_synthCells=199
export IMPL_clockPowerShare=0.372
export IMPL_maxSlewViolCount=0
export IMPL_chip_area_um2=15130
export IMPL_via_per_inst=3.945
export IMPL_syn_area_per_cell_um2=8.419
export IMPL_p_seq_frac=0.414
export IMPL_final_cells=345
export IMPL_totalWireLength_um=3765
export IMPL_total_power_mw=0.6846
export IMPL_firstDrtPassIters=4
export IMPL_grt_pass1_vias=1353
export IMPL_syn_to_final_growth_pct=21.36
export IMPL_fp_coreArea_um2=10320
export IMPL_top_area_cell="dfxtp_1"
export IMPL_top_area_frac=0.2390
export IMPL_finalSetupTns_ns=0
export IMPL_status="completed"
export IMPL_worst_pin_slew_ns=0.7325
export IMPL_synthDistinctLibCells=35
export IMPL_synth_seq_cells=20
export IMPL_ios=17
export IMPL_drive_gt1_frac=0.04306
export IMPL_arrival_ns=3.16
export IMPL_grt_use_met2=0.07497
export IMPL_cts_resized=0
export IMPL_drt_iter0_markers=33
export IMPL_slew_headroom=0.5110
export IMPL_path_max_fanout=7
export IMPL_final_setup_viol_count=0
export IMPL_cts_tree="done"
export IMPL_timing_hold_ws_ns=0.5657
export IMPL_hold_viol=0
export IMPL_cts_root_buf="clkbuf_8"
export IMPL_fp_util=0.1623
export IMPL_utilization=0.1969
export IMPL_grt_busiest_layer="met1"
export IMPL_vias=1361
export IMPL_cts_sinks=20
export IMPL_gr_total_overflow=0
export IMPL_globalRouteMet3Util=0.01388
export IMPL_min_to="r2.D_out[0]$_SDFFE_PP0P_"
export IMPL_synth_stat_cells=199
export IMPL_internal_power_mw=0.4987
export IMPL_ff_latch_area_um2=400.4
export IMPL_place_gp_congestion=0.9205
export IMPL_hpwl_um=2946
export IMPL_die_w_um=123
export IMPL_wl_per_cell_um=10.91
export IMPL_insertion_delay_ns=0.26
export IMPL_p_per_area_nw_per_um2=336.7
export IMPL_power_switching_mw=0.1859
export IMPL_finClkSkew_ns=0.001921
export IMPL_openroad_warnings=33
export IMPL_syn_cell_area_um2=1675
export IMPL_min_period_ns=2.962
export IMPL_rows=37
export IMPL_grt_usage=0.05224
export IMPL_grt_max_degree=23
export IMPL_reg2reg_from="r1.D_out[1]$_SDFFE_PP0P_"
export IMPL_drc_errors=0
export IMPL_clock_fmax_mhz=337.6
export IMPL_diodes=0
export IMPL_ant_nets=0
worst max-delay path, stage by stage, from the launching register on:
cell and delay [ns]:
dfxtp_1 0.50, nand2_1 0.12, fa_1 0.51, inv_1 0.05, fa_1 0.56, inv_1 0.06
fa_1 0.46, mux2_2 0.26, o21ai_0 0.14, a21oi_1 0.06, o22ai_1 0.17
cell usage in the layout, fill, tap and decap left out, types with 3 or more instances in the layout:
cell,n
fa_1,6
xnor2_1,5
o21ai_0,9
clkbuf_8,3
nor3_1,3
o21bai_1,3
ha_1,24
mux2i_1,13
inv_1,20
dfxtp_1,20
nand2b_1,5
nor2_1,29
nand2_1,10
a21o_1,4
a21oi_1,12
clkdlybuf4s50_1,16
nand3_1,3
registers in the layout (all words and copies together), names as in the netlist:
register	cells
r1.D_out	4
r2.D_out	4
r3.D_out	4
O	8
power groups by stage:
stage / Sequential [mW] / Clock [mW] / Combinational, mW
CTS: 0.283 / 0.259 / 0.148
global route: 0.287 / 0.267 / 0.165
finish: 0.283 / 0.255 / 0.146
how the worst max path moves through the flow:
stage / endpoint / start / cells after the start
4_1_cts: O[3]$_SDFF_PP0_ / r1.D_out[1]$_SDFFE_PP0P_ / 10
5_1_grt: O[3]$_SDFF_PP0_ / r1.D_out[1]$_SDFFE_PP0P_ / 10
6_report: O[3]$_SDFF_PP0_ / r1.D_out[1]$_SDFFE_PP0P_ / 10
area by class of cell:
cell class                      instances  share of cell area
Sequential cell                        20              0.1969
Clock buffer                            3             0.02031
Clock inverter                          1             0.01477
Multi-Input combinational cell        148              0.5649
Timing Repair Buffer                   17             0.08246
Tap cell                              136             0.08369
Inverter                               20             0.03692
per-layer routing:
layer | part of all wire | up-vias
met2 | 0.40 | 28
met1 | 0.55 | 640
met3 | 0.046 | 0
met4 | 0 | 0
li1 | - | 693
met5 | 0 | -
cell usage after synthesis, drive strengths merged:
| library cell | count |
|---|---|
| a211oi | 1 |
| a21o | 5 |
| a21oi | 12 |
| a221oi | 1 |
| a311oi | 1 |
| a31o | 1 |
| a31oi | 2 |
| a32oi | 1 |
| and2 | 1 |
| buf | 4 |
| clkbuf | 7 |
| dfxtp | 20 |
| fa | 6 |
| ha | 24 |
| inv | 20 |
| mux2 | 1 |
| mux2i | 13 |
| mux4 | 1 |
| nand2 | 10 |
| nand2b | 5 |
| nand3 | 3 |
| nor2 | 29 |
| nor2b | 2 |
| nor3 | 3 |
| o211ai | 2 |
| o21a | 1 |
| o21ai | 10 |
| o21bai | 3 |
| o221ai | 1 |
| o22ai | 2 |
| xnor2 | 5 |
| xor2 | 2 |
per-stage QoR:
stage,area [um2],worst slack [ns]
finish,2033,0.3381
global route,2033,0.1288
CTS,2033,0.3279
detailed placement,1962,0.3495
global placement,1962,0.3671
floorplan,1675,0.4973
logic make-up after synthesis:
family,Yosys count,share of synthesized area
buffers and inverters,31,0.07543
multiplexers,15,0.09783
XOR/XNOR,7,0.03660
adder cells (fa/ha/maj),30,0.2509
flip-flops,20,0.2390
AND/OR/NAND/NOR,53,0.1352
AND-OR/OR-AND,43,0.1650
Power and IR drop assume default switching activity.
